`flow/run.sh`:
```
#!/bin/bash
# OpenROAD 26Q1-2900-gdf79404cd8, Yosys 0.63+post, stock flow scripts
make -C /OpenROAD-flow-scripts/flow DESIGN_CONFIG=/design/flow/config.mk WORK_HOME=/design/flow/orfs finish
```
`flow/config.mk`:
```
export PLATFORM = sky130hd
export DESIGN_NAME = top
export DESIGN_NICKNAME = top
export VERILOG_FILES = /design/flow/design.v
export SDC_FILE = /design/flow/constraint.sdc
export NUM_CORES = 4
export LEC_CHECK = 1
export CORE_UTILIZATION = 50
```
`flow/constraint.sdc`:
```
current_design top

set clk_period 31.1
set clk_io_pct 0.2

create_clock -name clk0 -period $clk_period

set non_clock_inputs [all_inputs -no_clocks]
set_input_delay [expr $clk_period * $clk_io_pct] -clock clk0 $non_clock_inputs
set_output_delay [expr $clk_period * $clk_io_pct] -clock clk0 [all_outputs]
```
`flow/design.v`:
```
module ALU (
    input   signed  [31:0]  alu_a,
    input   signed  [31:0]  alu_b,
    input           [4:0]   alu_op,
    output  reg     [31:0]  alu_out
);
parameter	A_NOP	= 5'h00;  
parameter	A_ADD	= 5'h01;  
parameter	A_SUB	= 5'h02;  
parameter	A_AND   = 5'h03;  
parameter	A_OR    = 5'h04;  
parameter	A_XOR   = 5'h05;  
parameter	A_NOR   = 5'h06;  
wire signed [31:0] alu_nop_out, alu_add_out, alu_sub_out, alu_and_out, alu_or_out, alu_xor_out, alu_nor_out;
assign alu_nop_out = 0;
assign alu_add_out = alu_a + alu_b;
assign alu_sub_out = alu_a - alu_b;
assign alu_and_out = alu_a & alu_b;
assign alu_or_out  = alu_a | alu_b;
assign alu_xor_out = alu_a ^ alu_b;
assign alu_nor_out = ~(alu_a | alu_b);
always@(*) begin
  case (alu_op)
    A_NOP : alu_out <= alu_nop_out;
    A_ADD : alu_out <= alu_add_out;
    A_SUB : alu_out <= alu_sub_out;
    A_AND : alu_out <= alu_and_out;
    A_OR  : alu_out <= alu_or_out;
    A_XOR : alu_out <= alu_xor_out;
    A_NOR : alu_out <= alu_nor_out;
    default: alu_out <= alu_nop_out;
  endcase
end
endmodule  
module top(
	input	signed	[31:0]	a,
	input	signed	[31:0]	b,
	output	signed	[31:0]	c
	);
parameter	A_ADD	= 5'h01;  
wire signed [31:0] f1, f2, f3, f4, f5, f6;
assign f1 = a;
assign f2 = b;
ALU ALU_1(f1, f2, A_ADD, f3);
ALU ALU_2(f2, f3, A_ADD, f4);
ALU ALU_3(f3, f4, A_ADD, f5);
ALU ALU_4(f4, f5, A_ADD, f6);
assign c = f6;
endmodule
```
==> impl_metrics.ini <==
; synthesis and place-and-route metrics
[flow_run]
max_cap_viol_count = 0
tool_warnings = 38

[logic_synthesis]
yosys_cells = 613
ys.warnings.count = 1
synth_chip_area_um2 = 4490
postSynthSeqShare_pct = 0
post_synth.cell_area_avg_um2 = 7.33
netlist_area_um2 = 4490
largest_area_cell = sky130_fd_sc_hd__ha_1
area_leaders = sky130_fd_sc_hd__ha_1 26%, sky130_fd_sc_hd__xnor2_1 9.9%, sky130_fd_sc_hd__a21oi_1 7.4%
syn-instance-count = 613
yosys_cell_types = 67
yosysTopAreaCellShare_pct = 26.5

[placed_design]
place_worst_setup_slack_ns = 12.00
final_hpwl_from_detailed_placement_um = 9960
io_buffers = 96
gp_congestion = 0.923
dpl-instance-area_um2 = 5550
dp.cells = 808

[drt]
overall_via_count_from_detail_route = 4675
met2_wirelength_um = 5100
drcViolationCount = 0
ant_nets = 0
wl_met1_um = 5660
avgViaCountPerCell = 5.79
detail_route.first_pass.iterations = 4
drt_first_iter_violations = 133
routed_wl_um = 11300
insertedDiodeCount = 0
post_drt_wl_per_cell_um = 14.0
wl_met3_um = 445
dr.max_layer_used = met4

[grt]
global_route.usage.total_pct = 24.1
grt_start_max_net_pins = 10
gr-total-overflow = 0
grt_pass1_wl_um = 19000
vias_in_the_first_global_route = 4275
antenna_violations_before_repair = 0

[final_timing]
post_route_setup_slack_ns = 11.93
fin_worst_hold_slack_ns = 13.52
finalSetupViolCount = 0
setup_total_negative_slack_ns = 0
rsz0062_at_grt = no
worstMarginPinSlew_ns = 0.521
timing.final.max_slew_violations = 0
timing_hold_violations_final = 0
timing.final.crit_share_pct = 61.7
min_period_ns = 19.17
fmaxAchievable_ghz = 0.0522
slew-limit-headroom_pct = 65.0

[die]
num_rows = 34
die_h_um = 96.8
design.core.area_um2 = 8720
fp_util_pct = 51.5
top_level_ports = 96
chip_area_um2 = 9370
fp.dieW_um = 96.8

[final_layout]
layout-area-overhead-vs-synth_pct = 23.6
register_area_um2 = 0
cell_area_after_layout_um2 = 5550
ff_count = 0
fin_cells = 808
most_used_cells_in_the_layout_excluding_fill_and_tap_cells = 96 x sky130_fd_sc_hd__clkdlybuf4s50_1, 95 x sky130_fd_sc_hd__ha_1, 66 x sky130_fd_sc_hd__a21oi_1
layout_top_cell_excl_fill_tap = sky130_fd_sc_hd__clkdlybuf4s50_1
layout-drive-gt1-share_pct = 3.57
clkbuf_count = 0

[clock_network]
post_cts.repair.setup_buffers = 0
holdBufCountCts = 0
post_cts_resize_count = 0

[worst_hold_path]
hold_start = a[0]
kind_of_path_behind_the_tightest_hold_check = input port to primary output
worstHoldEndpoint = c[0]
number_of_stages_on_the_worst_hold_path = 5

[worst_setup_path]
critPathLaunch = b[0]
start_kind = input port
cp_slowest_stage_delay_ns = 0.49
arr_time_crit_path_ns = 12.95
critical_path_peak_fanout = 7
criticalPathCategory = input port to primary output
worst_ep_required_time_ns = 24.88
worstSetupEndpointType = primary output
cpMostUsedCell = sky130_fd_sc_hd__nor2_1
cp_max_delay_cell = sky130_fd_sc_hd__clkdlybuf4s50_1

[run_status]
status = finished, final reports clean

[power]
leakage_nw = 2.55
vdd_ir_drop_max_v = 0.0000659
power_density_nw_per_um2 = 84.9
-- worst max-delay path, delay by kind of cell --
family / cells / cell delay, ns
AND-OR/OR-AND: 14 / 2.97
buffers and inverters: 2 / 0.95
adder cells (fa/ha/maj): 4 / 1.46
XOR/XNOR: 3 / 0.46
AND/OR/NAND/NOR: 8 / 0.89
-- cell type report --
cell class / count / area, um^2
multi-input combinational: 577 / 4350
timing repair buffer: 96 / 961
fill: 797 / 3170
inverter: 27 / 101
tap: 108 / 135
-- metal layers --
layer	vias up	global-route usage [%]
li1	2489	-
met1	2078	34.7
met2	102	41.6
met3	6	1.32
met4	0	1.49
met5	-	0
-- cells by family after synthesis --
group	count (synthesis)	share of synthesized area, %
compound gates	224	34.0
simple gates	179	19.9
fa+ha+maj	98	27.8
xor+xnor	75	14.9
buf+inv	36	3.06
mux	1	0.223
-- power breakdown --
| part | switching, mW | total, mW | internal (mW) |
|---|---|---|---|
| logic | 0.208 | 0.472 | 0.263 |
| clock network | 0 | 0 | 0 |
| registers | 0 | 0 | 0 |
-- through the flow --
stage	total power, mW	utilization (%)
4_1_cts	0.474	63.7
3_3_place_gp	0.469	63.7
6_report	0.472	63.7
3_5_place_dp	0.471	63.7
5_1_grt	0.526	63.7
2_1_floorplan	0.292	-
-- synth_stat cells, types with 2 or more instances --
master,instances
sky130_fd_sc_hd__a21oi_1,66
sky130_fd_sc_hd__o21bai_1,5
sky130_fd_sc_hd__nand2b_1,6
sky130_fd_sc_hd__a21oi_2,5
sky130_fd_sc_hd__inv_1,27
sky130_fd_sc_hd__xnor2_1,51
sky130_fd_sc_hd__ha_1,95
sky130_fd_sc_hd__a311oi_1,2
sky130_fd_sc_hd__a211oi_1,10
sky130_fd_sc_hd__or3_1,4
sky130_fd_sc_hd__and2b_1,2
sky130_fd_sc_hd__nand4_1,14
sky130_fd_sc_hd__o21ai_0,35
sky130_fd_sc_hd__nand3_1,16
sky130_fd_sc_hd__nor2b_1,8
sky130_fd_sc_hd__a211o_1,3
sky130_fd_sc_hd__a21boi_0,4
sky130_fd_sc_hd__a221oi_1,2
sky130_fd_sc_hd__and3_1,11
sky130_fd_sc_hd__nand3b_1,2
sky130_fd_sc_hd__o211ai_1,3
sky130_fd_sc_hd__and4_1,2
sky130_fd_sc_hd__clkbuf_1,6
sky130_fd_sc_hd__a31oi_1,7
sky130_fd_sc_hd__or2b_1,2
sky130_fd_sc_hd__nor2_1,50
sky130_fd_sc_hd__o21a_1,9
sky130_fd_sc_hd__or2_2,4
sky130_fd_sc_hd__xor2_1,23
sky130_fd_sc_hd__clkbuf_2,2
sky130_fd_sc_hd__fa_1,3
sky130_fd_sc_hd__a41o_1,2
sky130_fd_sc_hd__and2_1,3
sky130_fd_sc_hd__nor3_1,15
sky130_fd_sc_hd__o2111ai_1,5
sky130_fd_sc_hd__o31a_1,2
sky130_fd_sc_hd__nand2_1,34
sky130_fd_sc_hd__a21o_1,40
sky130_fd_sc_hd__o21ai_1,3
sky130_fd_sc_hd__a211oi_2,3
-- worst max path at each step --
stage	slack, ns	to
final	11.93	c[31]
after global routing	11.37	c[31]
after CTS	11.94	c[31]
Power figures rest on the tool's default switching activity, not on a simulated workload.

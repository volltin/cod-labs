### flow/config.mk
export PLATFORM = sky130hd
export DESIGN_NAME = REG_FILE
export DESIGN_NICKNAME = REG_FILE
export VERILOG_FILES = /design/flow/design.v
export SDC_FILE = /design/flow/constraint.sdc
export NUM_CORES = 4
export LEC_CHECK = 1
export CORE_UTILIZATION = 30
### flow/design.v
`timescale 1ns / 1ps
`timescale 1ns / 1ps
module REG_FILE(
    input           clk,
    input           rst_n,
    input   [5:0]   rAddr,
    output  [31:0]  rDout,
    input   [5:0]   wAddr,
    input   [31:0]  wDin,
    input           wEna
);
integer i;
parameter rst_value = 32'h0000_0000;
reg [31:0] regs [63:0];
assign rDout = regs[rAddr];
always @(posedge clk) begin
    if (~rst_n) begin
        for (i = 0; i < 64; i = i + 1) begin
			regs[i] <= rst_value;
		end
    end else begin
        if (wEna) begin
            regs[wAddr] <= wDin;
        end
    end
end
endmodule  
### flow/constraint.sdc
current_design REG_FILE

set clk_period 15.6
set clk_io_pct 0.2

create_clock -name clk0 -period $clk_period [get_ports {clk}]

set non_clock_inputs [all_inputs -no_clocks]
set_input_delay [expr $clk_period * $clk_io_pct] -clock clk0 $non_clock_inputs
set_output_delay [expr $clk_period * $clk_io_pct] -clock clk0 [all_outputs]
### flow/run.sh
#!/bin/bash
# OpenROAD 26Q1-2900-gdf79404cd8, Yosys 0.63+post, stock flow scripts
make -C /OpenROAD-flow-scripts/flow DESIGN_CONFIG=/design/flow/config.mk WORK_HOME=/design/flow/orfs finish
==> reports/results.ini <==
[outcome]
status = finished clean

[setup_path]
criticalPathCategory = input port to output port
cp_cell_sequence = buf_8 > buf_4 > buf_4 > buf_4 > mux4_2 > o22ai_1 > nor4_1 > buf_4 > o22a_1 > clkdlybuf4s50_1
critPathMaxStageDelay_ns = 1.19
cp.required_ns = 12.48
crit_slowest_cell = nor4_1
setup.worst_path.end_class = output port
cp_data_arrival_time_ns = 8.32
path_max_fanout = 56
crit_path_frequent_cell = buf_4
cp-start-kind = input port

[cells_and_area]
drive_gt1_frac = 0.205
areaGrowthSynthToFinish_pct = 13.2
fin_util = 0.343
fillCellCount = 28400
reg_top3 = regs x2048
largest_register_ffs = 2048
regMostFlops = regs
fin_cells = 10100
fin_area_sq_mm = 0.105

[placement]
placed_cell_area_sq_mm = 0.0987
gp_congestion = 0.928
dp.cells = 9727
dp_slack_ns = 4.14
io_buffers = 78
hpwl_um = 170000

[detailed_routing]
drc_errors = 0
viasPerCell = 5.01
routed_wl_um = 286000
routed-via-count = 50700
drt_iter0_drc = 3365
wl_per_cell_um = 28.3
ant_nets = 0
dr.pass1.iters = 5

[final_timing]
min_period_ns = 11.44
worstMarginPinSlew_ns = 1.36
drv_slew = 0
setup_viol = 0
finalSetupTns_ns = 0
max_freq_mhz = 87.4
fin_crit_sh = 0.733
rsz0062_at_grt = no
finalHoldViolCount = 0
setup_ws_ns = 4.16
relSlewSlack = 0.0822

[clock_tree]
cts_root_buffer = clkbuf_16
postCtsSetupBuffers = 0
cts_tree = done
cts_resized = 0
cts.sinks = 2048
htree_levels = 4
cts_buffers = 208
holdBufCountCts = 0
clockBufferDepth = 3
clkTransAtPathRegs_ns = 0.06

[synthesis]
ys_top_logic_family = simple AND/OR/NAND/NOR gates
numSynthFlops = 2048
netlist.area_leader.share = 0.663
synthTopCellsByCount = edfxtp_1 (2048), and2_1 (1925), mux4_2 (506), clkbuf_1 (451), and3_1 (131)
ys_sh_simple = 0.152
synth_cells = 5908
syn_area_sq_mm = 0.0928
topCellsByArea = edfxtp_1 (66%), and2_1 (13%), mux4_2 (12%), clkbuf_1 (1.8%), and3_1 (0.88%)
edf_count = 2048
ys_types = 47
fa_ha_area_frac = 0
synthArstFlopShare = 0
yosysChipArea_sq_mm = 0.0928
yosys_cells = 5908
top_cell = edfxtp_1
xor_area_frac = 0
synth.area.mux_share = 0.132
yosys.stat.seqShare = 0.663
synth_warnings = 1
avgSynthCellArea_sq_um = 15.7
flop_cell = edfxtp_1
synthAoiAreaFrac = 0.0224
yosysTopAreaCell = edfxtp_1

[worst_hold_path]
hp-class = input port to flip-flop
hold_depth = 2
min_from = wDin[16]
whs_endpoint = regs[16][16]

[grt]
grt_pass1_vias = 53700
grt_max_degree = 81
overflow = 0
gr-usage-all-layers = 0.198
antenna_found_initial = 13
grt_first_pass_wirelength_um = 406000

[job]
tool_warnings = 26
drv_cap = 0

[floorplan]
fp_util = 0.303
die_y_um = 558
die_w_um = 558
core_area_sq_mm = 0.307
io_pins = 79
row_count = 203
dieArea_sq_mm = 0.311

[power_and_ir_drop]
p_leak_uw = 0.0355
max-vdd-ir-drop_uv = 118
pwr_density_cell_mw_per_mm2 = 116

per-stage QoR:
stage / hold slack (ns) / total power (uW)
global route: 2.66 / 12500
CTS: 2.65 / 12200
floorplan: 3.48 / 7050
finish: 2.66 / 12200
global placement: 3.58 / 7550
detailed placement: 3.58 / 7560
layer usage:
metal | vias up | GRT usage | share of wire
li1 | 21800 | - | -
met1 | 25200 | 0.216 | 0.33
met2 | 3145 | 0.279 | 0.44
met3 | 507 | 0.167 | 0.19
met4 | 36 | 0.0678 | 0.042
met5 | - | 0.0343 | 0.0056
cells by family after synthesis:
logic type      after synthesis
compound gates              325
buf+inv                     637
flops                      2048
mux                         593
simple gates               2305
worst max-delay path, delay by kind of cell:
kind | cells | cell delay [ns]
AND-OR/OR-AND | 2 | 0.54
AND/OR/NAND/NOR | 1 | 1.19
multiplexers | 1 | 0.30
buffers and inverters | 6 | 2.93
where the power goes:
part / leakage (uW) / internal, uW / total (uW) / switching, uW
sequential: 0.0195 / 6330 / 6400 / 69.8
clock: 0.00308 / 2610 / 4720 / 2110
combinational: 0.0130 / 358 / 1060 / 697
total: 0.0355 / 9300 / 12200 / 2880
cell type report:
cell class	count	area [sq um]	share of cell area
Sequential cell	2048	61500	0.586
Multi-Input combinational cell	3223	29300	0.279
Clock buffer	262	5450	0.0519
Tap cell	4100	5130	0.0488
Timing Repair Buffer	355	2740	0.0261
Clock inverter	117	850	0.00809
Antenna cell	15	37.5	0.000357
Inverter	1	3.75	0.0000357
layout by cell type (no fill, tap or decap), types with 6 or more instances in the layout:
cell,instances
a2bb2oi_1,9
nor4_1,21
nand2_1,50
edfxtp_1,2048
buf_2,36
nand3_1,21
a211oi_1,7
o211ai_1,11
clkbuf_1,52
bufinv_16,9
a21oi_1,22
mux2i_1,78
mux4_2,506
a221oi_1,13
a22oi_1,8
clkbuf_16,210
o221ai_1,18
clkdlybuf4s50_1,39
o22a_1,14
nor3_1,12
nor2_2,58
nor2_1,28
nor2b_1,6
o21ai_1,18
clkinv_1,65
o21ai_0,13
o21ai_4,61
and3_1,130
and2_1,1925
nand3b_1,7
clkinv_2,30
o22ai_1,122
nand2b_1,18
mux2_2,9
diode_2,15
buf_4,273
how the worst max path moves through the flow:
stage / startpoint / end / slack [ns] / cells after the start
6_report: rAddr[1] / rDout[28] / 4.16 / 10
4_1_cts: rAddr[0] / rDout[18] / 4.14 / 10
5_1_grt: rAddr[0] / rDout[21] / 4.10 / 10
Power is estimated from default activity; no workload was simulated.
